**flow/run.sh**
```bash
#!/bin/bash
# OpenROAD 26Q1-2900-gdf79404cd8, Yosys 0.63+post, stock flow scripts
make -C /OpenROAD-flow-scripts/flow DESIGN_CONFIG=/design/flow/config.mk WORK_HOME=/design/flow/orfs finish
```
**flow/config.mk**
```make
export PLATFORM = sky130hd
export DESIGN_NAME = ALU
export DESIGN_NICKNAME = ALU
export VERILOG_FILES = /design/flow/design.v
export SDC_FILE = /design/flow/constraint.sdc
export NUM_CORES = 4
export LEC_CHECK = 1
export CORE_UTILIZATION = 40
```
**flow/constraint.sdc**
```tcl
current_design ALU

set clk_period 21.7
set clk_io_pct 0.2

create_clock -name clk0 -period $clk_period

set non_clock_inputs [all_inputs -no_clocks]
set_input_delay [expr $clk_period * $clk_io_pct] -clock clk0 $non_clock_inputs
set_output_delay [expr $clk_period * $clk_io_pct] -clock clk0 [all_outputs]
```
**flow/design.v**
```verilog
parameter
ZERO = 32'd0, 
OPAND= 5'd0,
OPOR= 5'd1,
OPXOR= 5'd2,
OPADD= 5'd3,
OPSUB= 5'd4,
OPSLT= 5'd5,
OPSLTU= 5'd6,
OPSLL= 5'd7,
OPSRL= 5'd8,
OPSRA= 5'd9,
OPLUI= 5'd10,
OPMUL= 5'd11,
OPMULH= 5'd12,
OPMULHU= 5'd13,
OPMULHSU= 5'd14,
OPDIV= 5'd15,
OPDIVU= 5'd16,
OPREM= 5'd17,
OPREMU= 5'd18,
OPNULL= 5'd31,  
OPC_LOAD       = 7'b0000011,
OPC_OPIMM     = 7'b0010011,
OPC_STORE      = 7'b0100011,
OPC_RTYPE    = 7'b0110011,
OPC_BRANCH     = 7'b1100011,
OPC_JALR       = 7'b1100111,
OPC_JAL        = 7'b1101111,
FUNCT7_ADD = 7'b0000000,
   FUNCT7_SUB         = 7'b0100000,
FUNCT7_SLT = 7'b0000000,
FUNCT7_OR = 7'b0000000,
FUNCT7_AND = 7'b0000000,
FUNCT3_LW= 3'b010,
FUNCT3_SW= 3'b010,
FUNCT3_ADD= 3'b000,
FUNCT3_SUB= 3'b000,
FUNCT3_SLT= 3'b010,
FUNCT3_OR= 3'b110,
FUNCT3_AND= 3'b111,
FUNCT3_BEQ= 3'b000,
FUNCT3_JALR= 3'b000,
   FUNCT10_ADD         = {FUNCT7_ADD, FUNCT3_ADD},
   FUNCT10_SUB         = {FUNCT7_SUB, FUNCT3_SUB},
   FUNCT10_AND         = {FUNCT7_AND, FUNCT3_AND},
   FUNCT10_OR          = {FUNCT7_OR, FUNCT3_OR},
   FUNCT10_SLT         = {FUNCT7_SLT, FUNCT3_SLT}, 
TEXT_ADDRESS = 32'h0040_0000,
DATA_ADDRESS = 32'h1001_0000,
STACK_ADDRESS = 32'h1001_03FC;
module ALU (
	input 		 [4:0]  iControl,
	input signed [31:0] iA, 
	input signed [31:0] iB,
	output logic [31:0] oResult,
	output logic        oZero
	);
always @(*)
begin
    case (iControl)
		OPAND:
			oResult  <= iA & iB;
		OPOR:
			oResult  <= iA | iB;
		OPADD:
			oResult  <= iA + iB;
		OPSUB:
			oResult  <= iA - iB;
		OPSLT:
			oResult  <= iA < iB;
		OPNULL:
			oResult  <= ZERO;
		default:
			oResult  <= ZERO;
    endcase
	 oZero = (oResult == 32'b0) ? 1'b1 : 1'b0;
end
endmodule
```
==> flow_summary.toml <==
# physical design summary
[power]
p_leak_nw = 2.94
p_int_mw = 0.0669
power_frac_clock_pct = 0
share_comb_of_total_power_pct = 100.0
seqPwrFrac_pct = 0
p_sw_mw = 0.0908
cellPowerDensity_nw_per_um2 = 24.3
peakVddDrop_mv = 0.0103
switching_share_pct = 57.6

[layout]
drive_gt1_share_pct = 3.71
final_cells = 1062
seq_area_um2 = 0
nClkBuffers = 0
syn2layout_area_growth_pct = 20.9
seq_cell_count = 0

[worst_setup_path]
worst_setup_path_start_kind = "input port"
cp_slowest_cell = "or4b_1"
slowest_delay_ps = 560
path_buffers = 3
critPathMaxFanout = 3
crit_required_ps = 17360
arrival_ps = 9430
critPathTopFamily = "simple AND/OR/NAND/NOR gates"
worstPathCellList = "clkdlybuf4s50_1 > ha_1 > inv_1 > fa_1 > nand2b_1 > a21oi_1 > nor2b_1 > a221o_1 > a22o_1 > or4_1 > or4_1 > or4b_1 > nor4_2 > nand4b_1 > nor4b_2 > clkdlybuf4s50_1"
end_kind = "output pin"
criticalPathCategory = "in2out"

[final_timing]
setup_tns_ps = 0
max_freq_mhz = 72.6
hold_viol = 0
timing.final.crit_share_pct = 63.5
min_period_ps = 13770
relSlewSlack_pct = 52.8
worst_pin_slew_ps = 709
rsz0062_at_grt = "no"
slew_violations = 0
setup_violations = 0
hold_ws_ps = 9850

[die]
die_h_um = 118
fp_util_pct = 41.7
dieArea_um2 = 13900
die-width_um = 118
io_pins = 102
design.core.area_um2 = 12900
rows = 41

[logic_synthesis]
synth_stat.cells = 824
ys_sh_adder_pct = 23.6
synthAoiAreaFrac_pct = 37.5
avgSynthCellArea_um2 = 6.51
syn_area_um2 = 5370
yosysWarnings = 1
simple_gate_share_pct = 24.3
synth.distinct_cells = 76
synth.most_common_cell = "inv_1"
postSynthSeqShare_pct = 0
synth.logic.top_family = "AND-OR/OR-AND gates"
synth.area.top_cells = "ha_1 (23%), inv_1 (7.0%), a21oi_1 (6.5%)"
yosys.area.top_type = "ha_1"
synthCells = 824
synthTopCellsByCount = "inv_1 (100), ha_1 (98), nor2_1 (85)"
synth-xor-area-share_pct = 1.31
mux_area_share_pct = 2.63
ys_area_um2 = 5370
yosys.area.top_type_share_pct = 22.8

[placement]
place_congestion = 0.977
dp.final_hpwl_mm = 15.9
port_buffers = 102
numPlacedInstances = 1062

[detailed_routing]
wl_per_cell_um = 18.6
first_iter_violations = 550
antennaDiodeCount = 0
antenna_left = 0
vias_per_cell = 6.02
totalWireLength_mm = 19.7
num_vias = 6397
post-route-drc-count = 0
dr.pass1.iters = 6

[clock_network]
cts_setup_buffers = 0
hold_buffers = 0
cts-resized-gates = 0

[grt]
grt_pass1_vias = 5762
grt_usage_pct = 28.2
grt_pass1_wl_mm = 31.3
overflow = 0
grt_start_max_net_pins = 39
antenna_found_initial = 0

[hold_path]
hold_class = "in2out"

[job]
tool_warnings = 98
max-cap-violations = 0

[run_status]
status = "completed"
[metrics by stage]
step | setup slack, ps | total power, mW | cell area [µm²] | utilization, %
finish | 7930 | 0.158 | 6490 | 50.4
global route | 7680 | 0.172 | 6490 | 50.4
CTS | 7890 | 0.156 | 6490 | 50.4
detailed placement | 7900 | 0.155 | 6490 | 50.4
global placement | 7940 | 0.155 | 6490 | 50.4
floorplan | 9730 | 0.0964 | 5370 | -
[layer usage]
metal / vias up / part of all wire [%] / wire length (µm) / global-route usage [%]
met5: - / 0 / 0 / 0
met2: 278 / 44 / 8680 / 44.9
met1: 2936 / 47 / 9300 / 41.5
met3: 43 / 6.2 / 1210 / 1.78
li1: 3140 / - / - / -
met4: 0 / 2.7 / 523 / 6.01
[worst min-delay path, cell delays in order]
cell and delay, ps:
clkdlybuf4s50_1 520, nor4_2 60, nand2_1 50, o221ai_1 120, clkdlybuf4s50_1 420
[logic make-up after synthesis]
logic type,Yosys count
AND-OR/OR-AND,293
buffers and inverters,146
adder cells (fa/ha/maj),100
XOR/XNOR,8
multiplexers,14
AND/OR/NAND/NOR,263
[power by group through the flow]
stage / clock, mW / sequential (mW) / combinational, mW
CTS: 0 / 0 / 0.156
global route: 0 / 0 / 0.172
finish: 0 / 0 / 0.158
[worst paths after layout]
check	start	to	slack [ps]	cells after the start
min	iControl[4]	oResult[1]	9850	5
max	iB[0]	oZero	7930	16
[cell type report]
cell class	count	area, µm²
fillers	1285	6390
inverters	100	375
multi-input cells	678	4800
well taps	172	215
repair buffers	112	1100
[cell usage in the layout, fill, tap and decap left out, types with 12 or more instances in the layout]
master / instances
a211oi_1: 13
a21oi_1: 70
a31oi_1: 13
clkdlybuf4s50_1: 102
ha_1: 98
inv_1: 100
mux2i_1: 13
nand2_1: 61
nand2b_1: 12
nand3_1: 19
nor2_1: 85
nor3_1: 12
o211ai_1: 12
o21ai_0: 56
Power and IR drop assume default switching activity.
